**flow/config.mk**
```make
export PLATFORM = sky130hd
export DESIGN_NAME = conv2d_controller
export DESIGN_NICKNAME = conv2d_controller
export VERILOG_FILES = /design/flow/design.v
export SDC_FILE = /design/flow/constraint.sdc
export NUM_CORES = 4
export LEC_CHECK = 1
export CORE_AREA = 10 10 525 525
export DIE_AREA = 0 0 535 535
```
**flow/design.v**
```verilog
module matrix_dot_4x4 (
    input clk,
    input reset,
    input [7:0] A_in_0, A_in_1, A_in_2, A_in_3,
    input [7:0] B_in_0, B_in_1, B_in_2, B_in_3,
    output [31:0] C_out_00, C_out_01, C_out_02, C_out_03,
    output [31:0] C_out_10, C_out_11, C_out_12, C_out_13,
    output [31:0] C_out_20, C_out_21, C_out_22, C_out_23,
    output [31:0] C_out_30, C_out_31, C_out_32, C_out_33
);
    wire [7:0] A_in [0:3];
    wire [7:0] B_in [0:3];
    assign A_in[0] = A_in_0;
    assign A_in[1] = A_in_1;
    assign A_in[2] = A_in_2;
    assign A_in[3] = A_in_3;
    assign B_in[0] = B_in_0;
    assign B_in[1] = B_in_1;
    assign B_in[2] = B_in_2;
    assign B_in[3] = B_in_3;
    wire [7:0] a_wire [0:3][0:4];       
    wire [7:0] b_wire [0:4][0:3];     
    wire [31:0] acc_wire [0:3][0:3];   
    genvar i;
    generate
        for (i = 0; i < 4; i = i + 1) begin : init_inputs
            assign a_wire[i][0] = A_in[i];
            assign b_wire[0][i] = B_in[i];
        end
    endgenerate
    genvar row, col;
    generate
        for (row = 0; row < 4; row = row + 1) begin : row_loop
            for (col = 0; col < 4; col = col + 1) begin : col_loop
                PE pe_inst (
                    .clk(clk),
                    .reset(reset),
                    .a_in(a_wire[row][col]),
                    .b_in(b_wire[row][col]),
                    .acc_in((col == 0) ? 32'd0 : acc_wire[row][col - 1]),
                    .a_out(a_wire[row][col + 1]),
                    .b_out(b_wire[row + 1][col]),
                    .acc_out(acc_wire[row][col])
                );
            end
        end
    endgenerate
    assign C_out_00 = acc_wire[0][0]; assign C_out_01 = acc_wire[0][1];
    assign C_out_02 = acc_wire[0][2]; assign C_out_03 = acc_wire[0][3];
    assign C_out_10 = acc_wire[1][0]; assign C_out_11 = acc_wire[1][1];
    assign C_out_12 = acc_wire[1][2]; assign C_out_13 = acc_wire[1][3];
    assign C_out_20 = acc_wire[2][0]; assign C_out_21 = acc_wire[2][1];
    assign C_out_22 = acc_wire[2][2]; assign C_out_23 = acc_wire[2][3];
    assign C_out_30 = acc_wire[3][0]; assign C_out_31 = acc_wire[3][1];
    assign C_out_32 = acc_wire[3][2]; assign C_out_33 = acc_wire[3][3];
endmodule
module PE (
    input clk,
    input reset,
    input [7:0] a_in,
    input [7:0] b_in,
    input [31:0] acc_in,
    output reg [7:0] a_out,
    output reg [7:0] b_out,
    output reg [31:0] acc_out
);
    reg [15:0] product_internal;
    always @(posedge clk or posedge reset) begin
        if (reset) begin
            acc_out <= 0;
            a_out <= 0;
            b_out <= 0;
        end else begin
            product_internal <= a_in * b_in;
            acc_out <= acc_in + product_internal;
            a_out <= a_in;
            b_out <= b_in;
        end
    end
endmodule
module conv2d_controller (
    input  wire clk,
    input  wire reset,
    input  wire start,
    input  wire [8*36-1:0] input_image_flat,   
    input  wire [8*9-1:0]  kernel_flat,        
    output reg  [32*16-1:0] feature_map_flat, 
    output reg  done
);
    reg [7:0] image[0:5][0:5];
    reg [7:0] kernel[0:2][0:2];
    reg [3:0] row, col, out_idx;
    reg [1:0] state;
    localparam IDLE = 0, LOAD = 1, COMPUTE = 2, DONE = 3;
    integer i, j;
    always @(posedge clk) begin
        if (reset) begin
            for (i = 0; i < 6; i = i + 1)
                for (j = 0; j < 6; j = j + 1)
                    image[i][j] <= 8'd0;
            for (i = 0; i < 3; i = i + 1)
                for (j = 0; j < 3; j = j + 1)
                    kernel[i][j] <= 8'd0;
        end else if (state == LOAD) begin
            for (i = 0; i < 6; i = i + 1)
                for (j = 0; j < 6; j = j + 1)
                    image[i][j] <= input_image_flat[8*(i*6 + j) +: 8];
            for (i = 0; i < 3; i = i + 1)
                for (j = 0; j < 3; j = j + 1)
                    kernel[i][j] <= kernel_flat[8*(i*3 + j) +: 8];
        end
    end
    wire [7:0] A_in_0, A_in_1, A_in_2, A_in_3;
    wire [7:0] B_in_0, B_in_1, B_in_2, B_in_3;
    wire [31:0] C_out_00;
    assign A_in_0 = image[row][col];
    assign A_in_1 = image[row][col + 1];
    assign A_in_2 = image[row][col + 2];
    assign A_in_3 = 8'd0;
    assign B_in_0 = kernel[0][0];
    assign B_in_1 = kernel[0][1];
    assign B_in_2 = kernel[0][2];
    assign B_in_3 = 8'd0;
    matrix_dot_4x4 mac_inst (
        .clk(clk),
        .reset(reset),
        .A_in_0(A_in_0), .A_in_1(A_in_1), .A_in_2(A_in_2), .A_in_3(A_in_3),
        .B_in_0(B_in_0), .B_in_1(B_in_1), .B_in_2(B_in_2), .B_in_3(B_in_3),
        .C_out_00(C_out_00),    
        .C_out_01(), .C_out_02(), .C_out_03(),
        .C_out_10(), .C_out_11(), .C_out_12(), .C_out_13(),
        .C_out_20(), .C_out_21(), .C_out_22(), .C_out_23(),
        .C_out_30(), .C_out_31(), .C_out_32(), .C_out_33()
    );
    always @(posedge clk) begin
        if (reset) begin
            state <= IDLE;
            done <= 0;
            row <= 0;
            col <= 0;
            out_idx <= 0;
        end else begin
            case (state)
                IDLE: begin
                    done <= 0;
                    if (start)
                        state <= LOAD;
                end
                LOAD: begin
                    row <= 0;
                    col <= 0;
                    out_idx <= 0;
                    state <= COMPUTE;
                end
                COMPUTE: begin
                    feature_map_flat[32*out_idx +: 32] <= C_out_00;
                    if (col < 3) begin
                        col <= col + 1;
                        out_idx <= out_idx + 1;
                    end else if (row < 3) begin
                        row <= row + 1;
                        col <= 0;
                        out_idx <= out_idx + 1;
                    end else begin
                        state <= DONE;
                    end
                end
                DONE: begin
                    done <= 1;
                    state <= IDLE;
                end
            endcase
        end
    end
endmodule
```
**flow/constraint.sdc**
```tcl
current_design conv2d_controller

set clk_period 119.7
set clk_io_pct 0.2

create_clock -name clk0 -period $clk_period [get_ports {clk}]

set non_clock_inputs [all_inputs -no_clocks]
set_input_delay [expr $clk_period * $clk_io_pct] -clock clk0 $non_clock_inputs
set_output_delay [expr $clk_period * $clk_io_pct] -clock clk0 [all_outputs]
```
**flow/run.sh**
```bash
#!/bin/bash
# OpenROAD 26Q1-2900-gdf79404cd8, Yosys 0.63+post, stock flow scripts
make -C /OpenROAD-flow-scripts/flow DESIGN_CONFIG=/design/flow/config.mk WORK_HOME=/design/flow/orfs finish
```
==> flow_summary_export.csv <==
group,metric,value,unit
setup_path,startpoint_type,"primary input",
clock_tree,cts_buffer_depth,3,
power_and_ir_drop,irDropWorstVdd,10.6,uV
floorplanning,chipArea,0.286,mm^2
clock_tree,cts_buffers,98,
setup_path,reg2reg_depth,29,
drt,routedWlPerCell,20.9,um
yosys,synth-xor-area-share,0.697,%
hold_path,min_path_type,"reg2reg",
outcome,status,"completed",
final_timing,min_period,27.84,ns
floorplanning,io_pins,876,
final_timing,worstMarginPinSlew,0.950,ns
clock_tree,clk_pin_slew,0.06,ns
yosys,syn-instance-count,2926,
setup_path,cp_cell_sequence,"buf_8 > nor4_2 > buf_4 > buf_4 > buf_4 > buf_4 > buf_4",
yosys,aoi_share,3.78,%
yosys,syn_area,0.0375,mm^2
yosys,ys_sh_adder,3.63,%
yosys,ys_seq_share,60.0,%
setup_path,cp_top_family,"buffers and inverters",
final_timing,finalSetupViolations,0,
final_timing,whs,0.346,ns
clock_tree,cts_tree,"done",
global_routing,grt_pass1_vias,26300,
final_timing,max_freq,35.9,MHz
setup_path,rr_startpoint,"row[1]",
layout,comb_area,0.0141,mm^2
yosys,topCellsByArea,"edfxtp_1 42%, dfxtp_1 17%, mux2i_1 8.9%",
yosys,flop_cell,"edfxtp_1",
power_and_ir_drop,p_per_area,13.1,mW/mm^2
yosys,synthArstFlopShare,1.87,%
clock_tree,htree_levels,3,
flow_run,maxCapViolCount,0,
clock_tree,hold_buffers,0,
setup_path,crit_top_cell,"buf_4",
yosys,numSynthFlops,857,
yosys,top_area_share,42.2,%
placed_design,finalWeightedCongestion,0.914,
drt,routed_wl,154,mm
yosys,mux_share,17.1,%
setup_path,startpoint,"reset",
layout,regArea,0.0225,mm^2
yosys,avgSynthCellArea,12.8,um^2
power_and_ir_drop,leakage,18.3,nW
clock_tree,clk_latency,0.76,ns
final_timing,setup_tns,0,ns
drt,drt-initial-drc-count,1859,
final_timing,min_period_over_period,23.3,%
setup_path,crit_arrival,28.21,ns
final_timing,relSlewSlack,36.0,%
clock_tree,post_cts_buffers,0,
yosys,yosysTopAreaCell,"edfxtp_1",
setup_path,crit_slowest_cell,"buf_4",
floorplanning,core_area,0.265,mm^2
setup_path,endpoint_kind,"flop",
global_routing,antenna_found_initial,102,
placed_design,hpwl,117,mm
setup_path,path_class,"in2reg",
final_timing,rsz0062_at_grt,"no",
yosys,synth_stat.cells,2926,
floorplanning,die_w,535,um
final_timing,drv_slew,0,
setup_path,r2r_slack,110.89,ns
clock_tree,root_buffer,"clkbuf_16",
drt,ant_nets,0,
global_routing,grt_max_degree,151,
flow_run,warning_count,96,
setup_path,critPathBufInv,6,
yosys,synth.logic.top_family,"multiplexers",
clock_tree,cts.sinks,857,
hold_path,whs_path_depth,0,
final_timing,finalHoldViolations,0,
drt,vias,26600,
global_routing,overflow,0,
final_timing,fin_skew,0.0736,ns
yosys,yosys_warnings,5,
yosys,yosys_area,0.0375,mm^2
drt,drc_errors,0,
floorplanning,fp.dieH,535,um
setup_path,cp.required,120.07,ns
floorplanning,fp_util,14.2,%
floorplanning,rows,189,
placed_design,port_buffers,811,
layout,drive_gt1_share,14.3,%
drt,dr.pass1.iters,5,
global_routing,grt_pass1_wl,209,mm
yosys,edf_count,528,
yosys,synthDistinctLibCells,80,
setup_path,max_stage_delay,0.78,ns
setup_path,cp_max_fo,89,
global_routing,grt_usage,10.4,%
layout,fillers,28000,
yosys,simple_gate_share,12.1,%
clock_tree,cts-resized-gates,0,
layout,syn_to_final_growth,42.7,%
drt,avgViaCountPerCell,3.60,
[cell type report]
| cell class | count | share of cell area (%) |
|---|---|---|
| antenna | 18 | 0.0841 |
| timing repair buffer | 897 | 16.4 |
| sequential | 857 | 42.1 |
| multi-input combinational | 1822 | 26.4 |
| tap | 3533 | 8.25 |
| clock inverter | 62 | 1.41 |
| inverter | 68 | 0.477 |
| clock buffer | 122 | 4.86 |
[sequential cells by signal (all words and copies together) (netlist names)]
signal                                               cells
row                                                      4
state                                                    4
done                                                     1
mac_inst.row_loop.col_loop.pe_inst.product_internal     16
image                                                  288
feature_map_flat                                       512
col                                                      4
out_idx                                                  4
kernel                                                   8
mac_inst.row_loop.col_loop.pe_inst.acc_out              16
[metrics by stage]
stage | worst slack (ns) | util (%) | area (um^2) | power [mW] | instances
2_1_floorplan | 44.91 | - | 37500 | 0.370 | 2926
5_1_grt | 91.61 | 20.2 | 53500 | 0.727 | 7364
4_1_cts | 91.90 | 20.2 | 53500 | 0.713 | 7361
6_report | 91.86 | 20.2 | 53600 | 0.701 | 7379
3_5_place_dp | 91.04 | 19.0 | 50100 | 0.395 | 7177
3_3_place_gp | 91.10 | 19.0 | 50100 | 0.394 | 7177
[layer usage]
layer / GRT usage (%) / wire [um] / up-vias
met5: 0 / 461 / -
met4: 3.39 / 6750 / 70
met3: 4.56 / 16400 / 398
met2: 17.0 / 71500 / 1311
met1: 12.4 / 58800 / 12600
li1: - / - / 12200
[cell usage in the layout, fill, tap and decap left out, drive strengths merged, types with 5 or more instances in the layout]
master | Yosys | routed
buf | 69 | 87
clkdlybuf4s50 | 0 | 810
a22o | 9 | 9
nor2b | 87 | 87
a21oi | 37 | 37
bufinv | 0 | 10
mux2i | 333 | 333
edfxtp | 528 | 528
mux2 | 270 | 270
diode | 0 | 18
and4 | 6 | 6
clkinv | 1 | 43
a211oi | 8 | 8
nand3 | 51 | 51
inv | 67 | 74
a222oi | 5 | 5
dfxtp | 313 | 313
fa | 38 | 38
nor2 | 350 | 350
a2111oi | 8 | 8
a32o | 5 | 5
and3 | 20 | 20
a21boi | 20 | 20
a32oi | 11 | 11
nor3 | 31 | 31
nand2 | 91 | 91
a221oi | 9 | 9
nor4 | 11 | 11
o21ai | 20 | 20
nand4 | 17 | 17
ha | 48 | 48
xnor2 | 19 | 19
a22oi | 19 | 19
clkbuf | 110 | 122
nand2b | 10 | 10
a31oi | 9 | 9
dfrtp | 16 | 16
and2 | 220 | 220
[cells in the mapped netlist, types with 19 or more instances]
master	number
edfxtp_1	528
nor2_1	350
mux2i_1	333
dfxtp_1	313
mux2_2	268
and2_1	219
clkbuf_1	110
nand2_1	91
nor2b_1	87
inv_1	67
nand3_1	51
ha_1	48
buf_1	41
fa_1	38
a21oi_1	37
nor3_1	31
buf_2	21
a21boi_0	20
and3_1	20
a22oi_1	19
[report_power, final]
part           internal [mW]  switching [mW]  leakage [nW]
clock network          0.178           0.135          1.64
registers              0.325         0.00726          7.63
logic                 0.0298          0.0255          8.99
total                  0.534           0.167          18.3
[worst max-delay path by stage]
stage	end	slack (ns)	cells after the start
6_report	feature_map_flat[337]	91.86	7
4_1_cts	feature_map_flat[243]	91.90	7
5_1_grt	feature_map_flat[126]	91.61	7
[cells by family (layout without fill, tap and decap cells)]
family,Yosys count,count (layout)
and+or+nand+nor,913,913
DFF,857,857
muxes,605,605
buffers and inverters,247,1149
AOI/OAI and AO/OA,195,195
adders and majority gates,86,86
xor gates and xnor gates,23,23
other,0,18
Power figures rest on the tool's default switching activity, not on a simulated workload.
