File: design/flow/run.sh
#!/bin/bash
# OpenROAD 26Q1-2900-gdf79404cd8, Yosys 0.63+post, stock flow scripts
make -C /OpenROAD-flow-scripts/flow DESIGN_CONFIG=/design/flow/config.mk WORK_HOME=/design/flow/orfs finish
File: design/flow/config.mk
export PLATFORM = sky130hd
export DESIGN_NAME = activation_controller
export DESIGN_NICKNAME = activation_controller
export VERILOG_FILES = /design/flow/design.v
export SDC_FILE = /design/flow/constraint.sdc
export NUM_CORES = 4
export LEC_CHECK = 1
export CORE_UTILIZATION = 30
File: design/flow/constraint.sdc
current_design activation_controller

set clk_period 16.0
set clk_io_pct 0.2

create_clock -name clk0 -period $clk_period [get_ports {clk}]

set non_clock_inputs [all_inputs -no_clocks]
set_input_delay [expr $clk_period * $clk_io_pct] -clock clk0 $non_clock_inputs
set_output_delay [expr $clk_period * $clk_io_pct] -clock clk0 [all_outputs]
File: design/flow/design.v
`timescale 1ns / 1ps
module activation_unit #(
    parameter DATA_WIDTH = 16
)(
    input wire clk,
    input wire reset,
    input wire [1:0] activation_type, 
    input wire [DATA_WIDTH-1:0] in,
    output reg [DATA_WIDTH-1:0] out
);
    always @(*) begin
        case (activation_type)
            2'b01: begin 
                if (in[DATA_WIDTH-1] == 1'b1)  
                    out = {DATA_WIDTH{1'b0}};
                else
                    out = in;
            end
            2'b10: begin 
                out = in >> 1;
            end
            default: begin
                out = in;
            end
        endcase
    end
endmodule
module activation_controller #(
    parameter NUM_ELEMENTS = 16,
    parameter DATA_WIDTH = 16
)(
    input wire clk,
    input wire reset,
    input wire start,
    input wire [1:0] activation_type,
    input wire [NUM_ELEMENTS*DATA_WIDTH-1:0] in,   
    output reg [NUM_ELEMENTS*DATA_WIDTH-1:0] out, 
    output reg done
);
    reg [$clog2(NUM_ELEMENTS)-1:0] index; 
    reg processing;
    wire [DATA_WIDTH-1:0] in_element;
    wire [DATA_WIDTH-1:0] activated_out;
    assign in_element = in[index*DATA_WIDTH +: DATA_WIDTH];
    activation_unit #(.DATA_WIDTH(DATA_WIDTH)) act_unit (
        .clk(clk),
        .reset(reset),
        .activation_type(activation_type),
        .in(in_element),
        .out(activated_out)
    );
    always @(posedge clk or posedge reset) begin
        if (reset) begin
            index <= 0;
            out <= 0;
            done <= 0;
            processing <= 0;
        end else begin
            if (start && !processing) begin
                processing <= 1;
                index <= 0;
                done <= 0;
            end else if (processing) begin
                out[index*DATA_WIDTH +: DATA_WIDTH] <= activated_out;
                if (index == NUM_ELEMENTS - 1) begin
                    done <= 1;
                    processing <= 0;
                end else begin
                    index <= index + 1;
                end
            end
        end
    end
endmodule
==> qor.yml <==
status:
  outcome: "completed"
synth:
  synth_top_area_share_pct: 50.9
  xor_area_share_pct: 0.0680
  ys.flops: 262
  area_leaders: "dfrtp_1, mux4_2, a31oi_2"
  netlist_instances: 1091
  synth_seq_share_pct: 50.9
  synth_area_um2: 12900
  synth.most_common_cell: "dfrtp_1"
  synthTopLogicFamily: "AND-OR/OR-AND gates"
  ys.flop_type: "dfrtp_1"
  synth-edff-count: 0
  ys_cells: 1091
  common_cells: "dfrtp_1, nor2_1, a31oi_1, a31oi_2, mux4_2"
  synthAoiAreaFrac_pct: 20.8
  syn_area_per_cell_um2: 11.8
  ys_sh_adder_pct: 0.486
  synthArstFlopShare_pct: 100
  synth_area_leader_cell: "dfrtp_1"
  ys_sh_mux_pct: 13.0
  yosys.area_share.simple_pct: 9.69
  synth_cell_types: 41
  ys_warn_count: 2
  ys_area_um2: 12900
min_path:
  hold_path.class: "flop to flop"
  hp-start: "out[47]"
global_routing:
  antenna_found_initial: 14
  overflow: 0
  grt_max_degree: 112
  grt_usage_pct: 25.8
  grt_pass1_vias: 11400
  grt_pass1_wl_mm: 78.3
final_timing:
  slew_headroom_pct: 37.5
  finalHoldViolCount: 0
  max_freq_mhz: 185
  min_period_ns: 5.41
  worst_slew_pin_slew_ns: 0.935
  fin_crit_sh_pct: 33.8
  final.setup.tns_ns: 0
  skew_ns: 0.00611
  drv_slew: 0
  rsz0062_at_grt: "false"
  worst_slack_ns: 10.59
  setup_viol: 0
power:
  powerDensity_nw_per_um2: 198
  p_leak_nw: 7.30
  irDropWorstVdd_mv: 0.0986
route:
  wl_per_cell_um: 25.4
  final_antenna_net_count: 0
  wl_mm: 54.6
  drtPass1Iterations: 5
  vias_per_cell: 5.20
  vias: 11200
  first_iter_violations: 544
  drc: 0
floorplan:
  row_count: 75
  ioPinCount: 518
  dieWidth_um: 209
  core_um2: 42100
  chipArea_um2: 43800
  initCoreUtil_pct: 30.6
  die_y_um: 209
cts:
  clockRootBuffer: "clkbuf_16"
  cts_hold_buf: 0
  cts_tree: "yes"
  cts_setup_buffers: 0
  cts.reportedPaths.clkPinSlew_ns: 0.06
  cts_sinks: 262
  insertion_delay_ns: 0.54
  cts_buffers: 28
  clockBufferDepth: 3
  cts_resized: 0
  cts_htree_levels: 1
placement:
  post-place-ws_ns: 10.06
  dp_hpwl_mm: 41.7
  place_congestion: 0.882
  portBuffers: 517
setup_path:
  cp.arrival_ns: 5.87
  path_cells: "clkdlybuf4s50_1 -> mux2_1 -> mux4_2 -> o21bai_4 -> o21ai_4 -> buf_4 -> a31oi_2"
  reg2reg_from: "index[0]"
  path_max_fanout: 15
  crit_path_start_kind: "input pin"
  worstSetupPathType: "input pin to flop"
  crit_path_start: "in[191]"
  cp.required_ns: 16.46
  reg2reg_setup_slack_ns: 12.44
  crit_slowest_cell: "o21bai_4"
  end_kind: "flop"
  slowest_delay_ns: 0.68
final_layout:
  drive_gt1_share_pct: 19.6
  syn2layout_area_growth_pct: 52.4
job:
  stage_log_warnings: 29
  max_cap_violations: 0
## layer usage
metal	routed length (µm)	track usage (%)	up-vias	part of all wire [%]
li1	-	-	5046	-
met1	19700	31.5	5567	36
met2	28500	44.2	478	52
met3	3420	5.00	103	6.3
met4	3000	12.8	0	5.5
met5	0	0	-	0
## cell type report
class,count,area (µm²)
clock buffers,40,837
clock inverters,11,116
inverters,10,45.0
multi-input cells,711,5800
repair buffers,567,5560
flip-flops and latches,262,6560
fillers,3759,22500
well taps,539,674
diodes,12,30.0
## layout by cell type (no fill, tap or decap), types with 10 or more instances in the layout
| master | n |
|---|---|
| mux2_4 | 11 |
| a22oi_1 | 30 |
| buf_4 | 49 |
| dfrtp_1 | 260 |
| o21ai_4 | 10 |
| a31oi_2 | 100 |
| nor2_4 | 10 |
| clkdlybuf4s50_1 | 517 |
| nand2_1 | 36 |
| a31oi_1 | 140 |
| diode_2 | 12 |
| nor2_1 | 245 |
| clkbuf_16 | 29 |
| mux4_2 | 61 |
## worst paths after layout
check                      endpoint  cells after the start
min reg2reg                 out[47]                      1
min in group asynchronous  out[127]                      2
max reg2reg                 out[68]                      6
min                         out[47]                      1
max in group asynchronous  out[209]                      3
max                        out[155]                      7
## kinds of logic after synthesis
family	Yosys count
mux	85
xor+xnor	1
compound gates	303
simple gates	317
buf+inv	118
fa+ha+maj	5
flops	262
## state kept, by name, indices dropped and copies added, names as in the netlist
register,cells
out,256
processing,1
done,1
index,4
## worst max-delay path, delay by kind of cell
kind	cells	cell delay [ns]
compound gates	3	1.04
buf+inv	2	0.72
mux	2	0.88
## through the flow
| step | instance area [µm²] | total power [mW] | hold slack [ns] | cells | utilization, % |
|---|---|---|---|---|---|
| 2_1_floorplan | 12900 | 2.16 | 0.455 | 1091 | - |
| 3_3_place_gp | 18600 | 3.22 | 0.494 | 2089 | 44.2 |
| 3_5_place_dp | 18600 | 3.25 | 0.495 | 2089 | 44.2 |
| 4_1_cts | 19600 | 3.93 | 0.509 | 2140 | 46.5 |
| 5_1_grt | 19600 | 4.12 | 0.523 | 2152 | 46.6 |
| 6_report | 19600 | 3.88 | 0.508 | 2152 | 46.6 |
## report_power, final
part           total, mW  internal [mW]  leakage (nW)  switching [mW]
sequential          1.20          0.966          2.79           0.229
combinational       2.02           1.07          4.03           0.946
clock              0.663          0.396         0.477           0.268
total               3.88           2.44          7.30            1.44
Power and IR drop assume default switching activity.
